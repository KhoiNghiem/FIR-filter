**flow/config.mk**
```make
export PLATFORM = sky130hd
export DESIGN_NAME = filter
export DESIGN_NICKNAME = filter
export VERILOG_FILES = /design/flow/design.v
export SDC_FILE = /design/flow/constraint.sdc
export NUM_CORES = 4
export LEC_CHECK = 1
export CORE_UTILIZATION = 30
```
**flow/constraint.sdc**
```tcl
current_design filter

set clk_period 24.2
set clk_io_pct 0.2

create_clock -name clk0 -period $clk_period [get_ports {clk}]

set non_clock_inputs [all_inputs -no_clocks]
set_input_delay [expr $clk_period * $clk_io_pct] -clock clk0 $non_clock_inputs
set_output_delay [expr $clk_period * $clk_io_pct] -clock clk0 [all_outputs]
```
**flow/design.v**
```verilog
module dff #(
    parameter DATA_WIDTH = 33
) (
    input clk,
    input rst_n,
    input [DATA_WIDTH-1:0] d,
    output reg [DATA_WIDTH-1:0] q
);
always @(posedge clk or negedge rst_n) begin
    if (!rst_n) begin
        q <= 0;
    end else begin
        q <= d;
    end
end
endmodule
module filter #(
    parameter DATA_WIDTH = 16
) 
(
    input                               clk,
    input                               rst_n,
    input   signed [DATA_WIDTH-1:0]     FilterIn,
    input                               ValidIn,
    output reg signed [32:0]           data_out,
    output reg                         ValidOut
);
localparam signed [16:0] h1     =   17'b00000001010110111; 
localparam signed [16:0] h2     =   17'b00000000011111101;
localparam signed [16:0] h3     =   17'b11111101100110010;
localparam signed [16:0] h4     =   17'b11111010111110110;
localparam signed [16:0] h5     =   17'b11111100100110101;
localparam signed [16:0] h6     =   17'b00000101000001001;
localparam signed [16:0] h7     =   17'b00010010100001000;
localparam signed [16:0] h8     =   17'b00011111001011110;
localparam signed [16:0] h9     =   17'b00100100010111110;
localparam signed [16:0] h10    =   17'b00011111001011110;
localparam signed [16:0] h11    =   17'b00010010100001000;
localparam signed [16:0] h12    =   17'b00000101000001001;
localparam signed [16:0] h13    =   17'b11111100100110101;
localparam signed [16:0] h14    =   17'b11111010111110110;
localparam signed [16:0] h15    =   17'b11111101100110010; 
localparam signed [16:0] h16    =   17'b00000000011111101;
localparam signed [16:0] h17    =   17'b00000001010110111;
reg signed [15:0] data_in_0;
wire signed [15:0] data_in_delay_0_0;
wire signed [32:0] data_in_delay_1;
wire signed [32:0] data_in_delay_2;
wire signed [32:0] data_in_delay_3;
wire signed [32:0] data_in_delay_4;
wire signed [32:0] data_in_delay_5;
wire signed [32:0] data_in_delay_6;
wire signed [32:0] data_in_delay_7;
wire signed [32:0] data_in_delay_8;
wire signed [32:0] data_in_delay_9;
wire signed [32:0] data_in_delay_10;
wire signed [32:0] data_in_delay_11;
wire signed [32:0] data_in_delay_12;
wire signed [32:0] data_in_delay_13;
wire signed [32:0] data_in_delay_14;
wire signed [32:0] data_in_delay_15;
wire signed [32:0] data_in_delay_16;
wire signed [32:0] mul1;
wire signed [32:0] mul2;
wire signed [32:0] mul3;    
wire signed [32:0] mul4;
wire signed [32:0] mul5;
wire signed [32:0] mul6;    
wire signed [32:0] mul7;
wire signed [32:0] mul8;
wire signed [32:0] mul9;
wire signed [32:0] mul10;
wire signed [32:0] mul11;
wire signed [32:0] mul12;
wire signed [32:0] mul13;
wire signed [32:0] mul14;
wire signed [32:0] mul15;
wire signed [32:0] mul16;
wire signed [32:0] mul17;
wire signed [32:0] add1;
wire signed [32:0] add2;
wire signed [32:0] add3;
wire signed [32:0] add4;
wire signed [32:0] add5;
wire signed [32:0] add6;
wire signed [32:0] add7;
wire signed [32:0] add8;
wire signed [32:0] add9;
wire signed [32:0] add10;
wire signed [32:0] add11;
wire signed [32:0] add12;
wire signed [32:0] add13;
wire signed [32:0] add14;
wire signed [32:0] add15;
wire signed [32:0] add16;
reg [4:0] num_taps_and_delay;
always @(negedge clk or negedge rst_n) begin
    if (!rst_n) begin
        data_in_0 <= 0;
    end else if (ValidIn) begin
        data_in_0 <= FilterIn;
    end else begin
        data_in_0 <= 0;
    end
end
always @(posedge clk or negedge rst_n) begin
    if (!rst_n) begin
        ValidOut <= 0;
        data_out <= 0;
        num_taps_and_delay <= 0;
    end else if (ValidIn) begin
        ValidOut <= 1;
        data_out <= add16;
        num_taps_and_delay <= 5'd17;
    end else if (num_taps_and_delay > 1) begin
        num_taps_and_delay <= num_taps_and_delay - 1;
        ValidOut <= 1;
        data_out <= add16;
    end else begin
        ValidOut <= 0;
        data_out <= 0;
    end
end
dff dff_0 (.clk(clk), .rst_n(rst_n), .d(mul1), .q(data_in_delay_1));
dff dff_1 (.clk(clk), .rst_n(rst_n), .d(add1), .q(data_in_delay_2));
dff dff_2 (.clk(clk), .rst_n(rst_n), .d(add2), .q(data_in_delay_3));
dff dff_3 (.clk(clk), .rst_n(rst_n), .d(add3), .q(data_in_delay_4));
dff dff_4 (.clk(clk), .rst_n(rst_n), .d(add4), .q(data_in_delay_5));
dff dff_5 (.clk(clk), .rst_n(rst_n), .d(add5), .q(data_in_delay_6));
dff dff_6 (.clk(clk), .rst_n(rst_n), .d(add6), .q(data_in_delay_7));
dff dff_7 (.clk(clk), .rst_n(rst_n), .d(add7), .q(data_in_delay_8));
dff dff_8 (.clk(clk), .rst_n(rst_n), .d(add8), .q(data_in_delay_9));
dff dff_9 (.clk(clk), .rst_n(rst_n), .d(add9), .q(data_in_delay_10));
dff dff_10 (.clk(clk), .rst_n(rst_n), .d(add10), .q(data_in_delay_11));
dff dff_11 (.clk(clk), .rst_n(rst_n), .d(add11), .q(data_in_delay_12));
dff dff_12 (.clk(clk), .rst_n(rst_n), .d(add12), .q(data_in_delay_13));
dff dff_13 (.clk(clk), .rst_n(rst_n), .d(add13), .q(data_in_delay_14));
dff dff_14 (.clk(clk), .rst_n(rst_n), .d(add14), .q(data_in_delay_15));
dff dff_15 (.clk(clk), .rst_n(rst_n), .d(add15), .q(data_in_delay_16));
assign mul1     = data_in_0 * h17; 
assign mul2     = data_in_0 * h16;
assign mul3     = data_in_0 * h15;
assign mul4     = data_in_0 * h14;
assign mul5     = data_in_0 * h13;
assign mul6     = data_in_0 * h12; 
assign mul7     = data_in_0 * h11;
assign mul8     = data_in_0 * h10;
assign mul9     = data_in_0 * h9;
assign mul10    = data_in_0 * h8;
assign mul11    = data_in_0 * h7; 
assign mul12    = data_in_0 * h6;
assign mul13    = data_in_0 * h5;
assign mul14    = data_in_0 * h4;
assign mul15    = data_in_0 * h3;
assign mul16    = data_in_0 * h2;
assign mul17    = data_in_0 * h1;
assign add1 = data_in_delay_1 + mul2;
assign add2 = data_in_delay_2 + mul3;
assign add3 = data_in_delay_3 + mul4;
assign add4 = data_in_delay_4 + mul5;
assign add5 = data_in_delay_5 + mul6;
assign add6 = data_in_delay_6 + mul7;
assign add7 = data_in_delay_7 + mul8;
assign add8 = data_in_delay_8 + mul9;
assign add9 = data_in_delay_9 + mul10;
assign add10 = data_in_delay_10 + mul11;
assign add11 = data_in_delay_11 + mul12;
assign add12 = data_in_delay_12 + mul13;
assign add13 = data_in_delay_13 + mul14;
assign add14 = data_in_delay_14 + mul15;
assign add15 = data_in_delay_15 + mul16;
assign add16 = data_in_delay_16 + mul17;
endmodule
```
**flow/run.sh**
```bash
#!/bin/bash
# OpenROAD 26Q1-2900-gdf79404cd8, Yosys 0.63+post, stock flow scripts
make -C /OpenROAD-flow-scripts/flow DESIGN_CONFIG=/design/flow/config.mk WORK_HOME=/design/flow/orfs finish
```
==> impl_metrics.ini <==
; flow metrics
[run_status]
run_status = finished clean

[die]
fp_util_pct = 30.30
core_sq_mm = 0.2206
row_count = 172
dieArea_sq_mm = 0.2247
pin_count = 53
die_x_microns = 474.0
die_h_microns = 474.0

[setup_path]
r2r_cells = 32
r2r-end = dff_4.q[32]$_DFF_PN0_
crit_path_top_delay_cell = or4b_2
reg2reg_from = data_in_0[5]$_DFF_NN0_
worstSetupEndpointType = flip-flop
critPathMaxFanout = 19
start_kind = flip-flop
critPathBufInv = 8
criticalPathCategory = reg -> reg
critPathTopFamily = adder cells
cp.required_ns = 24.75
arrival_ns = 22.00
cpMostUsedCell = inv_1
max_stage_delay_ns = 0.64
ff2ff_setup_slack_ns = 2.75
crit_cells = 32

[clock_network]
clock_path_buffers = 3
clock_sinks = 572
cts_root_buf = clkbuf_16
cts_tree = done
post-cts-setup-buffers = 0
tritoncts.num_buffers = 71
cts_resized = 0
clk-insertion-delay-late_ns = 0.71
htreeDepth = 3
ctsHoldBuffers = 0
clkTransAtPathRegs_ns = 0.06

[yosys]
edf_count = 0
ys_area_sq_mm = 0.06683
synthesis.area_sq_mm = 0.06683
netlist_instances = 7061
synth_top_area_share_pct = 20.82
yosys.stat.seqShare_pct = 21.42
synth-warning-count = 2
syn_avg_cell_area_sq_um = 9.465
synthDistinctLibCells = 88
ys_ff = 572
async_flop_share_pct = 100.0
largest_area_cell = dfrtp_1
top_cells_by_area = dfrtp_1 21%, ha_1 20%, fa_1 16%
ys_cells = 7061
flop_cell = dfrtp_1

[route]
dr_wl_met2_microns = 105100
routed_wl_microns = 236600
ant_nets = 0
wl_met1_microns = 99400
drc = 0
highest_layer = met5
drt-vias-per-instance = 5.003
dr.pass1.iters = 6
post_drt_wl_per_cell_microns = 23.11
vias = 51220
wl_met3_microns = 21970
first_iter_violations = 3132

[final_layout]
fillCellCount = 22120
final_area_sq_mm = 0.07404
drive_above_1_share_pct = 3.684
areaGrowthSynthToFinish_pct = 10.80
instances_no_fill = 10240
fin_util_pct = 33.57

[placed_design]
io_buffer_count = 52
pre_cts_ws_ns = 2.697
gp_congestion = 1.058
dp.cells = 10100
hpwl_microns = 201000
postPlaceCellArea_sq_mm = 0.07147

[global_route]
grt_pass1_wl_microns = 348500
grt_pass1_vias = 52920
grt_usage_pct = 22.16
antenna_found_initial = 9
grt_max_degree = 96
overflow = 0

[hold_path]
hold_end = dff_10.q[1]$_DFF_PN0_
holdCritPathClass = reg -> reg
hold_path.startpoint = dff_9.q[1]$_DFF_PN0_
hold_path_depth = 0

[final_timing]
finalSetupViolations = 0
tightest_slew_ns = 0.9893
slew_violations = 0
whs_ns = 0.3464
relSlewSlack_pct = 34.05
hold_violations = 0
rsz0062_at_grt = no
fin_setup_tns_ns = 0
layout_setup_ws_ns = 2.750
skew_ns = 0.06073

[flow_run]
drv_cap = 0
warnings = 98
[how the worst max path moves through the flow]
stage / start / endpoint / slack (ns)
4_1_cts: data_in_0[9]$_DFF_NN0_ / dff_3.q[32]$_DFF_PN0_ / 2.71
5_1_grt: data_in_0[9]$_DFF_NN0_ / dff_3.q[32]$_DFF_PN0_ / 2.23
6_report: data_in_0[5]$_DFF_NN0_ / dff_4.q[32]$_DFF_PN0_ / 2.75
[layout by cell type, fill, tap and decap left out, drive strengths merged, types with 116 or more instances in the layout]
master,synthesis,layout
o21a,116,116
inv,1070,1073
xnor2,457,457
ha,1068,1068
fa,548,548
a21o,300,300
o21ai,289,289
nand2,298,298
a21oi,509,509
dfrtp,556,556
nor2,386,386
xor2,220,220
[sequential cells by signal (all words and copies together), names as in the netlist, 16 cells and up]
register / flops
data_in_0: 16
dff_13.q: 33
dff_6.q: 33
dff_5.q: 33
dff_2.q: 33
dff_8.q: 33
dff_15.q: 33
dff_3.q: 33
dff_14.q: 33
dff_0.q: 27
dff_4.q: 33
dff_7.q: 33
dff_12.q: 33
dff_1.q: 28
data_out: 33
dff_11.q: 33
dff_10.q: 33
dff_9.q: 33
[kinds of logic (layout without fill, tap and decap cells)]
group / Yosys count / count (layout) / synth area share (%)
AOI/OAI and AO/OA: 1701 / 1701 / 16.63
muxes: 13 / 13 / 0.2003
and+or+nand+nor: 1363 / 1363 / 10.02
DFF: 572 / 572 / 21.42
adders and majority gates: 1621 / 1621 / 36.49
buffers and inverters: 1110 / 1323 / 6.238
other: 0 / 6 / 0
xor gates and xnor gates: 681 / 681 / 9.009
[layout make-up]
cell class	count	area (sq um)	share of cell area, %
flip-flops and latches	572	14310	19.33
diodes	6	15.01	0.02028
inverters	1070	4019	5.428
repair buffers	122	1064	1.436
multi-input cells	5379	48370	65.33
clock inverters	38	561.8	0.7587
well taps	2958	3701	4.998
clock buffers	93	2001	2.702
[cells in the mapped netlist, types with 12 or more instances]
| master | count |
|---|---|
| nor3_1 | 109 |
| o31ai_1 | 35 |
| o21bai_1 | 71 |
| or2_2 | 33 |
| dfrtp_1 | 556 |
| a21boi_0 | 12 |
| dfrtn_1 | 16 |
| nand2_1 | 298 |
| clkbuf_1 | 33 |
| a21o_1 | 299 |
| fa_1 | 548 |
| a31oi_1 | 62 |
| nor2b_1 | 91 |
| and3_1 | 65 |
| nor2_1 | 386 |
| a221o_1 | 12 |
| a211oi_1 | 55 |
| xnor2_1 | 457 |
| ha_1 | 1068 |
| nand2b_1 | 102 |
| a221oi_1 | 17 |
| and4_1 | 17 |
| a211o_1 | 18 |
| or3_1 | 30 |
| o21ai_0 | 283 |
| nand4_1 | 46 |
| nand3_1 | 86 |
| xor2_1 | 220 |
| nor4_1 | 12 |
| and2_1 | 46 |
| a21oi_1 | 509 |
| o31a_1 | 21 |
| inv_1 | 1070 |
| o21a_1 | 116 |
| a2111oi_0 | 23 |
| o211ai_1 | 31 |
[per-layer routing]
layer  track usage (%)  vias to the layer above
met1             29.28                    24830
met4             7.545                       12
met2             33.76                     1541
met3             8.204                      320
met5            0.1947                        -
li1                  -                    24520
[worst reg2reg max path: cells and delay by family (launching register included)]
kind | cells | cell delay, ns
compound gates | 7 | 1.89
simple gates | 7 | 1.80
xor+xnor | 3 | 0.42
flops | 1 | 0.39
buf+inv | 8 | 1.61
fa+ha+maj | 7 | 3.15
